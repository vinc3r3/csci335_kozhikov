[flow/config.mk]
export PLATFORM = sky130hd
export DESIGN_NAME = pc
export DESIGN_NICKNAME = pc
export VERILOG_FILES = /design/flow/design.v
export SDC_FILE = /design/flow/constraint.sdc
export NUM_CORES = 4
export LEC_CHECK = 1
export CORE_AREA = 10 10 70 70
export DIE_AREA = 0 0 80 80
[flow/constraint.sdc]
current_design pc

set clk_period 1.3
set clk_io_pct 0.2

create_clock -name clk0 -period $clk_period [get_ports {clk}]

set non_clock_inputs [all_inputs -no_clocks]
set_input_delay [expr $clk_period * $clk_io_pct] -clock clk0 $non_clock_inputs
set_output_delay [expr $clk_period * $clk_io_pct] -clock clk0 [all_outputs]
[flow/design.v]
module pc (
    input wire reset,
	input wire clk,
	input wire [7:0] d_in,
	input wire en,
	output reg [7:0] d_out 
);
    always @(posedge clk or posedge reset) begin
        if (reset) begin
            d_out <= 8'd0;        
        end 
        else if (en) begin
            d_out <= d_in + 1;         
        end
    end
endmodule
[flow/run.sh]
#!/bin/bash
# OpenROAD 26Q1-2900-gdf79404cd8, Yosys 0.63+post, stock flow scripts
make -C /OpenROAD-flow-scripts/flow DESIGN_CONFIG=/design/flow/config.mk WORK_HOME=/design/flow/orfs finish
==> run notes <==
flow finished, numbers: Biggest register=d_out, CP Launch Type=input port, clk latency of the worst-skew pair=250 ps, slowest CP cell=clkdlybuf4s50_1, CP top delay family=buffers and inverters, Min-Delay Path Class=in -> async, Slew headroom=79.0%, wire length per cell=10.3 um, vias in the first global route=~460, diodes inserted=0, DR vias/cell=3.51, Netlist cell types=17, CTS tree=yes, Synth warnings=1, num rows=21, pins over their slew limit=0, power consumption=0.632 mW, Log Warnings=26, DIE WIDTH=roughly 80 um, via count=slightly above 400, Die H=80 um, ys cells=41, final wirelength=1210 um, Seq share, synth=50.6%, Crit path required time=1470 ps, pre-CTS WS=-355 ps, Clock Pin Slew Worst Setup and Hold Paths=~50 ps, Post-Route Skew=0 ps, worst-path fanout max=4, TritonCTS sink count=8, Post-synth area hogs=dfrtp_1 (51%), nor2_1 (5.7%), a31oi_1 (4.7%), # setup viols final=0, input/output buffers=18, Max Fclk=824 MHz, pwr/cell area=around 860 nW/um^2, Yosys top cell by instances=dfrtp_1, critical path type=in -> reg, All-Layer GR Usage=4.05%, Root Buffer=clkbuf_4, detailed-route DRC error count=0, Yosys chip area=395 sq um, async set-or-reset flop fraction in the synthesized netlist=100%, FP Core Util=11.6%, Synth Flop Type=dfrtp_1, core area=3420 sq um, Mapped Cells=41, Fin Setup TNS=0 ps, CP max stage delay=550 ps, die area=6400 sq um, CTS Buf Count=3, number of enable flip-flop cells=0, max reg flops=8, clk buf depth=2, RSZ-0062 raised after global routing=false, outcome=finished, final reports clean, largest net degree at the start of global routing=14, H-tree depth=1, CP endpoint kind=flop, biggest regs=d_out: 8 flops, RD Place Congestion=0.807, measured slew at the worst slew-check pin=314 ps, Worst EP arrival=1390 ps, Ports=19, Peak VDD IR=0.000161 V, layout cells sized above 1=22.5%, Pleak=0.317 nW, final hold viol count=0, Yosys reg bits=8, hold_buf cts=0, Top cell area share=50.6%, Max-cap violations=0, total global routing overflow=0, final worst path period share=just over 90%, initial antenna violation count=0, worst hold margin=260 ps, synth cell count leaders=dfrtp_1 (8), nor2_1 (6), worst-path cell chain=clkdlybuf4s50_1 > nand3_1 > or3_1 > a31oi_1, antenna-violating nets left=0, Area growth syn-to-layout=84.8%, first-pass GRT wire length=2050 um, Iteration-0 DRC Markers=11, Buf/Inv on CP=1, Syn Area/Cell=9.64 sq um, post-DP HPWL=a little under 1000 um, final worst slack=just under 90 ps, Netlist Area Pre-Place=395 sq um, DRT Pass-1 Iters=2, Yosys top cell by area=dfrtp_1, minimum clock period=1210 ps
[path summary, 6_finish.rpt]
path                       depth (start not counted)  endpoint  slack, ps      from
min in group clk0                                  3  d_out[1]        430   d_in[1]
setup / recovery                                   4  d_out[6]         90   d_in[4]
hold / removal                                     2  d_out[6]        260     reset
hold reg to reg                                    1  d_out[1]        510  d_out[1]
setup reg to reg                                   3  d_out[2]        540  d_out[2]
max in group asynchronous                          2  d_out[4]        800     reset
[per-layer routing]
| metal | part of all wire (%) | global-route usage, % |
|---|---|---|
| met1 | 44 | 4.92 |
| met2 | 40 | 5.94 |
| met3 | 13 | 2.50 |
| met4 | 2.8 | 0.880 |
| met5 | 0 | 0 |
[cells by family after synthesis]
family          synth area share, %
compound gates                 12.3
xor+xnor                       6.65
fa+ha+maj                      3.16
buf+inv                        2.85
flops                          50.6
mux                            5.38
simple gates                   19.0
[power by group]
| group | switching (mW) | total (mW) | internal (mW) |
|---|---|---|---|
| sequential | 0.0123 | 0.289 | 0.277 |
| combinational | 0.0582 | 0.160 | 0.102 |
| clock | 0.0776 | 0.183 | 0.105 |
| total | 0.148 | 0.632 | 0.483 |
[timing repair]
action | 4_1_cts | 5_1_grt
gates resized | 10 | 3
pin swaps | 1 | 1
setup buffers | 4 | 0
setup endpoints to repair | 11 | 3
[placed cells by master, fill, tap and decap left out, drive strengths merged]
cell           Yosys  routed
a21oi              3       3
a31oi              3       3
buf                0      10
clkbuf             1       3
clkdlybuf4s50      0       7
dfrtp              8       8
dlygate4sd2        0       9
dlymetal6s2s       0       2
ha                 1       1
inv                2       2
mux2               1       1
mux2i              1       1
nand2              2       2
nand3              3       3
nand4              1       1
nor2               6       6
o21ai              3       3
or3                3       3
xnor2              1       1
xor2               2       2
[final cells by class]
class                      instances  area [sq um]
inverter                           2          7.51
fill                             389          2690
multi-input combinational         30           194
tap                               46          57.6
timing repair buffer              28           249
clock buffer                       3          22.5
sequential                         8           200
[stage by stage]
step           cells  utilization [%]  instance area [sq um]
2_1_floorplan     41                -                    395
3_5_place_dp     110             19.7                    674
4_1_cts          117             21.2                    723
3_3_place_gp     110             19.7                    674
5_1_grt          117             21.4                    731
6_report         117             21.4                    731
No activity file was given, so power comes from the tool's default toggle rates.
