File: ./run.sh
#!/bin/bash
# OpenROAD 26Q1-2900-gdf79404cd8, Yosys 0.63+post, stock flow scripts
make -C /OpenROAD-flow-scripts/flow DESIGN_CONFIG=/design/flow/config.mk WORK_HOME=/design/flow/orfs finish
File: ./config.mk
export PLATFORM = sky130hd
export DESIGN_NAME = bitty_core
export DESIGN_NICKNAME = bitty_core
export VERILOG_FILES = /design/flow/design.v
export SDC_FILE = /design/flow/constraint.sdc
export NUM_CORES = 4
export LEC_CHECK = 1
export CORE_UTILIZATION = 40
File: ./constraint.sdc
current_design bitty_core

set clk_period 13.8
set clk_io_pct 0.2

create_clock -name clk0 -period $clk_period [get_ports {clk}]

set non_clock_inputs [all_inputs -no_clocks]
set_input_delay [expr $clk_period * $clk_io_pct] -clock clk0 $non_clock_inputs
set_output_delay [expr $clk_period * $clk_io_pct] -clock clk0 [all_outputs]
File: ./design.v
module alu (
    input wire [15:0] in_a,
    input wire [15:0] in_b,
    input wire [3:0] select,
    input wire mode,
    output wire [15:0] alu_out
);
  wire [15:0] logic_out;
  wire [15:0] arithmetic_out;
  Logic log_instance (.in_a(in_a), .in_b(in_b), .select(select), .log_out(logic_out));
  Arithmetic ar_instance (.in_a(in_a), .in_b(in_b), .select(select), .ar_out(arithmetic_out));
  assign alu_out = mode ? logic_out : arithmetic_out;
endmodule
module Logic (
        input wire [15:0] in_a,
        input wire [15:0] in_b,
        input wire [3:0] select,
        output reg [15:0] log_out
);
  always @(*) begin
        case(select)
                4'b0000: log_out = ~ in_a;
                4'b0001: log_out = ~ (in_a | in_b);
                4'b0010: log_out = (~ in_a) & in_b;
                4'b0011: log_out = 0;
                4'b0100: log_out = ~ (in_a & in_b);
                4'b0101: log_out = ~ in_b;
                4'b0110: log_out = in_a ^ in_b;
                4'b0111: log_out = in_a & (~in_b);
                4'b1000: log_out = (~ in_a) | in_b;
                4'b1001: log_out = ~ (in_a ^ in_b);
                4'b1010: log_out = in_b;
                4'b1011: log_out = in_a & in_b;
                4'b1100: log_out = 1;
                4'b1101: log_out = in_a | (~in_b);
                4'b1110: log_out = in_a | in_b;
                4'b1111: log_out = in_a;
        endcase
  end
endmodule
module Arithmetic (
        input wire [15:0] in_a,
        input wire [15:0] in_b,
        input wire [3:0] select,
        output reg [15:0] ar_out
);
    always @(*) begin
      case (select)
          4'b0000: begin
              ar_out = in_a;
          end
          4'b0001: begin
              ar_out = in_a | in_b;
          end
          4'b0010: begin
              ar_out = in_a | (~in_b);
          end
          4'b0011: begin
              ar_out = -1;
          end
          4'b0100: begin
              ar_out = in_a | (in_a & (~in_b));
          end
          4'b0101: begin
              ar_out = (in_a | in_b) + (in_a & (~in_b));
          end
          4'b0110: begin
              ar_out = in_a - in_b - 1;
          end
          4'b0111: begin
              ar_out = (in_a & (~in_b)) - 1;
          end
          4'b1000: begin
              ar_out = in_a + (in_a & in_b);
          end
          4'b1001: begin
              ar_out = in_a + in_b;
          end
          4'b1010: begin
              ar_out = (in_a | (~in_b)) + (in_a & in_b);
          end
          4'b1011: begin
            ar_out = (in_a & in_b) - 1;
          end
          4'b1100: begin
            ar_out = in_a + in_a;
          end
          4'b1101: begin
            ar_out = (in_a | in_b) + in_a;
          end
          4'b1110: begin
            ar_out = (in_a | (~in_b)) + in_a;
          end
          4'b1111: begin
            ar_out = in_a - 1;
          end
      endcase
    end 
endmodule
module bitty_core(
	input clk,
        input rst,
	input [15:0] instruction,
	input run,
	output reg done,
        output reg [15:0] inst_to_control,
        output reg [15:0] regS_to_inA,
        output reg [15:0] outs,
        output reg [15:0] reg0,
        output reg [15:0] reg1,
        output reg [15:0] reg2,
        output reg [15:0] reg3,
        output reg [15:0] reg4,
        output reg [15:0] reg5,
        output reg [15:0] reg6,
        output reg [15:0] reg7        
);
        wire [3:0] sel_to_alu;
        wire [2:0] sel_to_mux;
        wire mode_to_alu;
        wire en_s, en_c, en_0, en_1, en_2, en_3, en_4, en_5, en_6, en_7, en_i;  
        wire [15:0] out_to_regC, mux_out;
        register reg_inst(  .d_in(instruction), .reset(rst), .clk(clk), .en(en_i), 
                          .d_out(inst_to_control));
        control_unit ControlUnit(   .clk(clk), .rst(rst), .run(run), .reg_inst(inst_to_control), 
                                   .alu_select(sel_to_alu), .mux_select(sel_to_mux), .alu_mode(mode_to_alu),
                                   .en_i(en_i), .en_s(en_s), .en_c(en_c), .en_0(en_0), .en_1(en_1), .en_2(en_2), .en_3(en_3), .en_4(en_4), .en_5(en_5), .en_6(en_6), .en_7(en_7), .done(done));
        register reg_s(  .d_in(mux_out), .reset(rst), .clk(clk), .en(en_s), 
                         .d_out(regS_to_inA));
        alu alu_inst(  .in_a(regS_to_inA), .in_b(mux_out), .select(sel_to_alu), .mode(mode_to_alu), 
                      .alu_out(out_to_regC));
        register reg_c(  .d_in(out_to_regC), .reset(rst), .clk(clk), .en(en_c), 
                         .d_out(outs));
        register reg_0(  .d_in(outs), .reset(rst), .clk(clk), .en(en_0), 
                          .d_out(reg0));
        register reg_1(  .d_in(outs), .reset(rst), .clk(clk), .en(en_1), 
                          .d_out(reg1));
        register reg_2(  .d_in(outs), .reset(rst), .clk(clk), .en(en_2), 
                          .d_out(reg2));
        register reg_3(  .d_in(outs), .reset(rst), .clk(clk), .en(en_3), 
                          .d_out(reg3));
        register reg_4(  .d_in(outs), .reset(rst), .clk(clk), .en(en_4), 
                          .d_out(reg4));
        register reg_5(  .d_in(outs), .reset(rst), .clk(clk), .en(en_5), 
                          .d_out(reg5));
        register reg_6(  .d_in(outs), .reset(rst), .clk(clk), .en(en_6), 
                          .d_out(reg6));
        register reg_7(  .d_in(outs), .reset(rst), .clk(clk), .en(en_7), 
                          .d_out(reg7));
        mux mux_inst(  .reg0(reg0), .reg1(reg1), .reg2(reg2), .reg3(reg3), 
                       .reg4(reg4), .reg5(reg5), .reg6(reg6), .reg7(reg7), .mux_sel(sel_to_mux),
                  .out_data(mux_out));
endmodule
module control_unit (
    input clk,
    input rst,
    input run,
    input [15:0] reg_inst,
	output reg [3:0] alu_select,
    output reg [2:0] mux_select,
	output reg alu_mode,
	output reg en_s,
	output reg en_c,
	output reg en_0,
	output reg en_1,
	output reg en_2,
	output reg en_3,
	output reg en_4,
    output reg en_5,
    output reg en_6,
    output reg en_7,
	output reg en_i,
	output reg done   
);
parameter s0 = 2'b00, s1 = 2'b01, s2 = 2'b10, s3 = 2'b11; 
reg [1:0] current_state, next_state;
always @(posedge clk or posedge rst) begin
    if (rst) begin
        current_state <= s0;
    end else begin
        current_state <= next_state;
    end
end
    always @(*) begin
        case (current_state)
            s0: begin
                next_state = s1;
            end
            s1: begin
                next_state = s2;
            end
            s2: begin
                next_state = s3;
            end
			s3: begin
                next_state = s0;
            end
            default: begin
                next_state = s0;
            end
        endcase
    end
    always @(*) begin
        en_c = 0; en_s = 0; en_i = 0; 
        en_0 = 0; en_1 = 0; en_2 = 0; en_3 = 0; en_4 = 0; en_5 = 0; en_6 = 0; en_7 = 0;
        mux_select = 0; alu_select = 0; alu_mode = 0;
        done = 0;
        case (current_state)
            s0: begin
                en_i = 1;
            end
            s1: begin
                en_s = 1;
                mux_select = reg_inst[15:13];
            end
            s2: begin
                en_c = 1;
                mux_select = reg_inst[12:10];
                alu_select = reg_inst[6:3];
                alu_mode = reg_inst[2];  
            end
            s3: begin
                case (reg_inst[15:13])
                    3'b000: en_0 = 1;
                    3'b001: en_1 = 1;
                    3'b010: en_2 = 1;
                    3'b011: en_3 = 1;
                    3'b100: en_4 = 1;
                    3'b101: en_5 = 1;
                    3'b110: en_6 = 1;
                    3'b111: en_7 = 1;
                endcase
                done = 1;
            end
        endcase
    end
endmodule
module mux (
    input wire [15:0] reg0,
    input wire [15:0] reg1,
    input wire [15:0] reg2,
    input wire [15:0] reg3,  
    input wire [15:0] reg4,
    input wire [15:0] reg5,
    input wire [15:0] reg6,
    input wire [15:0] reg7,
    input wire [2:0] mux_sel,         
    output reg [15:0] out_data       
);
    always @(*) begin
        case (mux_sel)
            3'b000: out_data = reg0;
            3'b001: out_data = reg1;
            3'b010: out_data = reg2;
            3'b011: out_data = reg3;
            3'b100: out_data = reg4;
            3'b101: out_data = reg5;
            3'b110: out_data = reg6;
            3'b111: out_data = reg7;
            default: out_data = 16'b0;   
        endcase
    end
endmodule
module register (
	input wire reset,
	input wire clk,
	input wire [15:0] d_in,
	input wire en,
	output reg [15:0] d_out 
);
always @(posedge clk or posedge reset) begin
	if (reset == 1) begin
		d_out <= 16'd1111;
	end 
	else if (en == 1) begin
		d_out <= d_in;
	end
end 
endmodule
==> changes_impl.md <==
### Metrics

* Outcome: finished, final reports clean
* Clk slew on worst S/H paths at about 0.070 ns
* Post-synth seq share at 0.291
* Worst-path fanout max at 18
* Worst-Margin Slew at roughly 0.93 ns
* Layout Utilization at 0.489
* Worst setup path class: reg -> reg
* R2R Path End: reg_c.d_out[13]
* Clock share of power at 0.314
* Hold/Removal Path Class: reg -> reg
* Flip-flops with a built-in enable at 0
* Design Area, Final at 19000 µm²
* Mapped Avg Cell Area at between 8 and 9 µm²
* Power per Cell Area at between 80 and 90 nW/µm²
* Residual DRC count at 0
* Most common logic cells in the final layout: clkdlybuf4s50_1, nand2_1, mux2_2
* Max frequency at around 0.12 GHz
* DP HPWL at between 40000 and 50000 µm
* Initial antenna violation count at 0
* P_sw at ~0.53 mW
* Worst path slowest cell: or4b_1
* CP Capture Type: register
* Ys async rst share at 1.00
* Gr usage total at 0.332
* Antenna diodes at 0
* Finished Layout Cells at roughly 2500
* Arrival time worst endpoint at 8.65 ns
* CTS Sinks at about 180
* H-tree Lvls at 4
* GP Congestion at about 1
* Hold Path End: ControlUnit.current_state[1]
* Die Y at roughly 200 µm
* Routed len/inst at roughly 26 µm
* Relative slew slack at 0.370
* RSZ-0062 raised after global routing: no
* Yosys Chip Area at around 16000 µm²
* Routed vias/inst at 6.22
* Ys Warns at 5
* Worst flop-to-flop path startpoint: ControlUnit.current_state[3]
* Hold Path Origin: ControlUnit.current_state[2]
* P_int at between 1 and 1.5 mW
* Resize count post-CTS at 0
* Clock root cell: clkbuf_16
* R2r setup slk at about 5.5 ns
* TritonCTS clock tree: built
* Setup TNS Final at 0 ns
* Total wire length at 65300 µm
* I/O pin count at 196
* Clock buffer depth at 2
* Core ar. at between 30000 and 40000 µm²
* Hold buffer count at CTS at 0
* Filler cells at between 3000 and 4000
* First-pass DRT Iterations at 8
* Critical Path RT at between 10 and 15 ns
* Yosys cell types at about 96
* Area growth, synth to finish at 20.3%
* Largest net degree at the start of global routing at approximately 77
* Routed Antenna Nets at 0
* IO buf count at 194
* Switching Fraction at 0.341
* Die area at around 40000 µm²
* Init Core Util at 0.407
* FP Rows at 72
* Vias in the first global route at approximately 15000
* Fin crit share at 0.603
* Dominant flop cell: dfrtp_1
* Comb pwr share at 0.304
* Buffers & Inverters on Critical Path at 2
* DR vias at between 15000 and 20000
* Dominant logic cell type in the layout: clkdlybuf4s50_1
* Mapped cell area at 15800 µm²
* Pleak at roughly 7.9 nW
* Placed inst area at 18400 µm²
* Slew Viols, Final at 0
* TritonCTS Buffers at 17
* Tmin final at between 8 and 9 ns
* Worst Skew at around 0.011 ns
* Yosys cell count at roughly 1800
* Die Wd at approximately 200 µm
* IR drop worst, VDD at a little under 80 µV
* Gr ovfl total at 0
* Final setup viols at 0
* Post-Syn Instances at 1824
* Final-report hold violation count at 0
* Max Cap Violations at 0
* Post-CTS Repair Setup Buffers at 0
* Worst Setup Start Kind: register
* Depth of the worst register-to-register path at 28
* Count of tool warnings at around 64
* Max incr delay on CP at between 0.8 and 0.9 ns
* Initial drt markers at 1391
* Crit-path leading delay family: AND-OR/OR-AND gates
* Latency at later pin at ~0.44 ns
* Share of cells above drive strength 1 at 0.179
* Synthesized registers at ~180
* Placed cells at approximately 2500
* Sequential Power Share at 0.382
* Global-route wire length before repair at approximately 100000 µm
* Cell depth of the worst hold path at 0
[cell families after synthesis]
logic type / after synthesis / share of synthesized area
AND-OR/OR-AND: 489 / 0.205
XOR/XNOR: 114 / 0.0641
adder cells (fa/ha/maj): 105 / 0.0842
buffers and inverters: 171 / 0.0432
flip-flops: 180 / 0.291
multiplexers: 175 / 0.128
AND/OR/NAND/NOR: 590 / 0.185
[state kept, by name, summed over array words and instances, names as in the netlist]
signal	flops
ControlUnit.current_state	4
reg_0.d_out	16
reg_1.d_out	16
reg_2.d_out	16
reg_3.d_out	16
reg_4.d_out	16
reg_5.d_out	16
reg_6.d_out	16
reg_7.d_out	16
reg_c.d_out	16
reg_inst.d_out	16
reg_s.d_out	16
[power groups by stage]
stage	Sequential, mW	Clock [mW]	Combinational [mW]
CTS	0.590	0.496	0.463
global route	0.594	0.517	0.508
finish	0.591	0.485	0.470
[Yosys cell counts, types with 10 or more instances]
cell,number,area (µm²)
clkbuf_1,92,345
or3_1,19,119
buf_2,14,70.1
o221ai_1,23,201
a22oi_1,12,90.1
o211ai_1,11,82.6
a211oi_1,21,158
nand3_1,68,340
nor2b_1,18,113
a31oi_1,16,100
xor2_1,37,324
and3_1,15,93.8
mux2i_1,24,240
nand4_1,18,113
inv_1,52,195
a21o_1,14,105
nand2_1,193,724
a221oi_1,35,307
a21oi_1,110,551
o21ai_1,10,50.1
ha_1,99,1240
nor3_1,57,285
dfrtp_1,113,2830
nor2_1,117,439
nand2b_1,13,81.3
xnor2_1,76,666
or2_2,12,75.1
o22ai_1,23,144
mux2_2,144,1620
o21ai_0,124,621
dfstp_2,67,1760
[per-stage QoR]
step / worst slack [ns] / total power, mW / hold WS, ns
2_1_floorplan: 6.26 / 0.889 / 0.389
3_3_place_gp: 5.63 / 1.06 / 0.434
3_5_place_dp: 5.68 / 1.06 / 0.442
4_1_cts: 5.67 / 1.55 / 0.458
5_1_grt: 4.90 / 1.62 / 0.478
6_report: 5.48 / 1.55 / 0.454
[worst register-to-register path, delay by kind of cell (launching register included)]
| family | cells | cell delay (ns) |
|---|---|---|
| adders and majority gates | 2 | 0.62 |
| buffers and inverters | 2 | 0.46 |
| DFF | 1 | 0.64 |
| and+or+nand+nor | 8 | 2.59 |
| AOI/OAI and AO/OA | 14 | 3.60 |
| xor gates and xnor gates | 2 | 0.34 |
[area by class of cell]
type	count	area [µm²]	area share
Multi-Input combinational cell	1473	10600	0.556
Timing Repair Buffer	256	2410	0.127
Clock inverter	6	63.8	0.00336
Inverter	54	210	0.0111
Sequential cell	180	4590	0.241
Clock buffer	26	520	0.0274
Tap cell	518	648	0.0341
[routing by layer]
layer  vias up  wire length (µm)  GRT usage
met1      7637             27600      0.483
li1       7080                 -          -
met2       772             29200      0.498
met5         -                 0          0
met3       131              5900     0.0743
met4         0              2670      0.110
[how the worst max path moves through the flow]
stage                                start              end  slack (ns)  depth (start not counted)
global route  ControlUnit.current_state[3]  reg_c.d_out[13]        4.90                         28
finish        ControlUnit.current_state[3]  reg_c.d_out[13]        5.48                         28
CTS           ControlUnit.current_state[3]  reg_c.d_out[13]        5.67                         28
No activity file was given, so power comes from the tool's default toggle rates.
