--- design/flow/design.v ---
module fibonacci_generator (
    input clk,         
    input rst,         
    input enable,      
    output reg [31:0] fib_out   
);
reg [31:0] fib_prev1;   
reg [31:0] fib_prev2;   
always @(posedge clk or posedge rst) begin
    if (rst) begin
        fib_prev1 = 32'd1;   
        fib_prev2 = 32'd0;   
        fib_out = 32'd0;     
    end else if (enable) begin
        fib_out = fib_prev1 + fib_prev2;
        fib_prev2 = fib_prev1;
        fib_prev1 = fib_out;
    end
end
endmodule
--- design/flow/run.sh ---
#!/bin/bash
# OpenROAD 26Q1-2900-gdf79404cd8, Yosys 0.63+post, stock flow scripts
make -C /OpenROAD-flow-scripts/flow DESIGN_CONFIG=/design/flow/config.mk WORK_HOME=/design/flow/orfs finish
--- design/flow/config.mk ---
export PLATFORM = sky130hd
export DESIGN_NAME = fibonacci_generator
export DESIGN_NICKNAME = fibonacci_generator
export VERILOG_FILES = /design/flow/design.v
export SDC_FILE = /design/flow/constraint.sdc
export NUM_CORES = 4
export LEC_CHECK = 1
export CORE_UTILIZATION = 30
--- design/flow/constraint.sdc ---
current_design fibonacci_generator

set clk_period 8.5
set clk_io_pct 0.2

create_clock -name clk0 -period $clk_period [get_ports {clk}]

set non_clock_inputs [all_inputs -no_clocks]
set_input_delay [expr $clk_period * $clk_io_pct] -clock clk0 $non_clock_inputs
set_output_delay [expr $clk_period * $clk_io_pct] -clock clk0 [all_outputs]
==> impl_results.rst <==
Flow metrics
------------

.. list-table::
   :header-rows: 1

   * - Metric
     - Value
   * - Maximum clock skew at final layout
     - 0.00611 ns
   * - Crit path max-delay family
     - buffers and inverters
   * - Mean instance size in the synthesized netlist
     - 10.4 um^2
   * - Number of distinct library cells after synthesis
     - 49
   * - Critical path's most frequent cell
     - sky130_fd_sc_hd__nand3_1
   * - Count of hold-fix buffers inserted at cts
     - 0
   * - Area delta synth->final
     - 12.1%
   * - WHS Path Cells
     - 2
   * - Number of top-level design ports
     - 35
   * - Floorplan die height
     - 122 um
   * - Type of the worst setup path
     - in2reg
   * - Biggest area consumer among synthesized cells
     - sky130_fd_sc_hd__dfrtp_1
   * - Pin count of the biggest net entering global routing
     - 73
   * - RSZ-0062 raised after global routing
     - false
   * - Clk pin slew, worst setup/hold paths
     - 0.05 ns
   * - Outcome
     - finished, final reports clean
   * - Critical Path AT
     - 3.47 ns
   * - Post-synthesis sequential element count
     - 65
   * - Antenna violations before repair
     - 0
   * - Most used cells in the layout excluding fill and tap cells
     - sky130_fd_sc_hd__dfrtp_1, sky130_fd_sc_hd__mux2_2, sky130_fd_sc_hd__clkdlybuf4s50_1, sky130_fd_sc_hd__a21oi_1, sky130_fd_sc_hd__ha_1
   * - Later-pin clock latency in the skew report
     - 0.32 ns
   * - Detailed-route wire length
     - 7840 um
   * - Die area
     - 0.0148 mm^2
   * - Clk Tree Root Cell
     - sky130_fd_sc_hd__clkbuf_16
   * - Time the worst path needs with I/O delays and setup
     - 3.22 ns
   * - Wire per inst
     - 13.1 um
   * - Last weighted congestion value of the routability-driven placer
     - 0.878
   * - Required time worst endpoint
     - 8.75 ns
   * - Synthesized instance count
     - 412
   * - Class of the tightest hold or removal check
     - reg2reg
   * - Longest individual stage delay on the worst path
     - 0.65 ns
   * - TritonCTS clock tree
     - yes
   * - Buffers on Ports
     - 34
   * - Total clock buffers created by CTS
     - 9
   * - Fin worst setup slack
     - 5.28 ns
   * - Residual antenna-violating net count after detailed routing
     - 0
   * - Worst reg-to-reg path cell count
     - 9
   * - Number of hold violations in the final report
     - 0
   * - Fraction of layout cells with a size suffix above 1
     - 18.7%
   * - Stage-log warning count
     - 25
   * - Cells in synth_stat.txt
     - 412
   * - Number of gates given a new drive strength after cts
     - 0
   * - Number of H-tree branching levels
     - 3
   * - Count of buffers added by post-CTS timing repair for setup
     - 0
   * - Diodes inserted
     - 0
   * - Fraction of registers with async set or reset after synthesis
     - 100%
   * - Period utilisation layout
     - 37.9%
   * - DR vias
     - 2897
   * - Core region area
     - 0.0139 mm^2
   * - Drt first pass iters
     - 4
   * - DR DRC count
     - 0
   * - Setup WS pre-CTS
     - 4.99 ns
   * - Maximum net fanout on the critical path
     - 72
   * - Highest-count logic cell in the final layout
     - sky130_fd_sc_hd__dfrtp_1
   * - Worst Tran Pin Value
     - 0.873 ns
   * - Deepest clock path buffer count
     - 2
   * - Peak Freq
     - 0.311 GHz
   * - Top post-synthesis cells by area
     - sky130_fd_sc_hd__dfrtp_1, sky130_fd_sc_hd__mux2_2, sky130_fd_sc_hd__ha_1
   * - Final cell count without fillers
     - 597
   * - Die span in x
     - 122 um
   * - Final HPWL DP
     - 5530 um
   * - Area of the mapped netlist
     - 0.00429 mm^2
   * - Total of max-cap violations
     - 0
   * - Fin Setup TNS
     - 0 ns
   * - Series of cell instances along the critical path
     - buf_2, buf_4, inv_1, nor2_1, nand3_1, o32a_1, nand3_1, xor2_1
   * - Total routing resource utilization after global routing
     - 11.9%
   * - Placed Area
     - 0.00453 mm^2
   * - Number of max-slew violations in the final report
     - 0
   * - Ratio of routed vias to standard cells
     - 4.85
   * - Flip-flops with a built-in enable
     - 0
   * - Total number of placement rows
     - 43
   * - Slowest library cell on the worst path
     - sky130_fd_sc_hd__buf_4
   * - Cells after DPL
     - 582
   * - First-pass GRT wire length
     - 14100 um
   * - Slew HR
     - 41.8%
   * - Starting DRT DRC Count
     - 105
   * - Sequential element share of the synthesized area
     - 38.0%
   * - Synthesis Warnings
     - 1
   * - Final core occ
     - 34.5%
   * - Chip area in the Yosys report
     - 0.00429 mm^2
   * - Main synth FF type
     - sky130_fd_sc_hd__dfrtp_1
   * - Fraction of the core area occupied by cells at floorplan
     - 30.8%
   * - Final number of setup-violating endpoints
     - 0
   * - Overflow left after global routing
     - 0
   * - Vias in the first global route
     - 2991
   * - Sink count of the clock tree
     - 65
   * - Final Cell Area
     - 0.00481 mm^2
   * - Critical path endpoint category
     - register
   * - WP depth
     - 8
   * - Critical path buffer and inverter count
     - 3
   * - Area share, top type
     - 37.3%
   * - Kind of launch point of the worst setup path
     - input pin
[kinds of logic after synthesis]
kind of cell    count (synthesis)  share of synthesized area (%)
flops                          65                           38.0
mux                            56                           14.7
simple gates                   73                           7.88
fa+ha+maj                      32                           9.51
compound gates                102                           15.7
buf+inv                        57                           8.72
xor+xnor                       27                           5.51
[layout make-up]
| class | count | area [um^2] |
|---|---|---|
| multi-input cells | 290 | 2290 |
| well taps | 180 | 225 |
| clock inverters | 4 | 45.0 |
| inverters | 11 | 41.3 |
| repair buffers | 36 | 350 |
| fillers | 1357 | 9130 |
| flip-flops and latches | 65 | 1630 |
| clock buffers | 11 | 233 |
[worst reg2reg max path: stages (launching register included)]
cell and delay [ns]:
sky130_fd_sc_hd__dfrtp_1 0.43, sky130_fd_sc_hd__ha_1 0.40, sky130_fd_sc_hd__a21o_1 0.22, sky130_fd_sc_hd__a21o_1 0.17
sky130_fd_sc_hd__a21o_1 0.21, sky130_fd_sc_hd__a221o_1 0.37, sky130_fd_sc_hd__a311o_1 0.36, sky130_fd_sc_hd__o31ai_2 0.28
sky130_fd_sc_hd__xor2_1 0.18, sky130_fd_sc_hd__a21oi_1 0.08
[path summary, 6_finish.rpt]
path	startpoint	to	slack [ns]
setup / recovery	enable	fib_prev1[31]	5.28
hold / removal	fib_prev1[0]	fib_prev1[0]	0.48
setup reg to reg	fib_prev1[15]	fib_prev1[30]	5.64
hold reg to reg	fib_prev1[0]	fib_prev1[0]	0.48
max in group asynchronous	rst	fib_prev1[25]	6.03
min in group asynchronous	rst	fib_prev1[6]	1.53
[routing by layer]
| metal | global-route usage (%) | share of wire, % |
|---|---|---|
| met5 | 0 | 0 |
| met2 | 18.2 | 44 |
| met3 | 2.58 | 3.4 |
| met1 | 18.3 | 51 |
| met4 | 1.00 | 1.2 |
[sequential cells by signal, summed over array words and instances (netlist names)]
register   count
fib_prev2     32
fib_prev1     32
fib_out        1
[through the flow]
| step | hold slack [ns] |
|---|---|
| after floorplan | 0.456 |
| after global placement | 0.465 |
| after detailed placement | 0.470 |
| after CTS | 0.479 |
| after global routing | 0.514 |
| final | 0.478 |
[synthesized netlist by cell type (2+ instances only)]
master / count
sky130_fd_sc_hd__dfrtp_1: 64
sky130_fd_sc_hd__xor2_1: 10
sky130_fd_sc_hd__and3_1: 3
sky130_fd_sc_hd__o21ai_0: 9
sky130_fd_sc_hd__ha_1: 31
sky130_fd_sc_hd__mux2_2: 53
sky130_fd_sc_hd__nand3_1: 11
sky130_fd_sc_hd__inv_1: 11
sky130_fd_sc_hd__a211oi_1: 4
sky130_fd_sc_hd__a311o_1: 2
sky130_fd_sc_hd__xnor2_1: 17
sky130_fd_sc_hd__nand4_1: 6
sky130_fd_sc_hd__o21ai_1: 6
sky130_fd_sc_hd__o21bai_1: 4
sky130_fd_sc_hd__nand2_1: 26
sky130_fd_sc_hd__nor2_1: 17
sky130_fd_sc_hd__a21oi_1: 31
sky130_fd_sc_hd__o31ai_2: 2
sky130_fd_sc_hd__clkbuf_1: 10
sky130_fd_sc_hd__clkbuf_8: 3
sky130_fd_sc_hd__a21o_1: 23
sky130_fd_sc_hd__nor2b_1: 5
sky130_fd_sc_hd__a31oi_1: 7
sky130_fd_sc_hd__buf_4: 31
sky130_fd_sc_hd__mux2i_1: 2
